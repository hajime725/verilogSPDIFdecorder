==> design/flow/design.v <==
`timescale 1ns / 1ps
        module SPDIFdecoder(
    input SPDIFin,
	 output [1:0] BMCdec,
    input clk,
	 output reg edgeclk=0,
    output reg clkout=0,
    output reg [27:0] Dout=0,
	 output reg [1:0] synccode=0, 
		output reg parityOK=0, 
	 output [23:0] AudioL,
	 output [23:0] AudioR,
	 output reg Audioclk=0
    );
	 reg [23:0] AudioL1=0;
	 reg [23:0] AudioR1=0;
	 reg SPDIF1=0;
	 reg SPDIF2=0;
	 reg [11:0] freqcounter=0;
	 reg [5:0] timecounter=1;
	 reg [3:0] timereg=0;
	 reg [1:0] BMC0=0;
	 reg [1:0] BMC1=0;
	 reg [1:0] BMC2=0;
	 reg [1:0] BMC3=0;
	 reg [1:0] BMC4=0;
	 reg [6:0] countbits=0;
	 reg [1:0] syncreg=0;
	 reg [27:0] bufdat=0;
	 wire [1:0] synccodew;
	 wire [1:0] freqselw;
	 reg [1:0] freqselmax=0;
	 reg [1:0] freqsel=0;
	 reg [23:0] AudioLbuf=0;
	 reg [23:0] AudioRbuf=0;
	 reg [23:0] timeoutdt=0;
	 reg noneSIGNAL=0;
	 assign AudioL=noneSIGNAL?0:AudioL1;
	 assign AudioR=noneSIGNAL?0:AudioR1;
		always @(posedge clk)begin 
		SPDIF1<=SPDIFin; 
		SPDIF2<=SPDIF1;
			if((SPDIF1!=SPDIF2)&&(timecounter>3))begin 
			noneSIGNAL=0;
				edgeclk=0; 
			timereg<= (timecounter<6'h3f)?(timecounter>>2):0;
			timecounter<=1;
		end else if(timecounter<6'h3f)timecounter<=timecounter+1;
		else noneSIGNAL=1;
		if(timecounter==2)edgeclk=1;
	 end
	 assign freqselw=timereg[3]?3:(timereg[2]?2:(timereg[1]?1:0));
	 always @(posedge clk)begin 
		if(freqcounter<12'hfff)freqcounter=freqcounter+1;
		if((freqselw>=freqselmax)||freqcounter==12'hfff)begin
			freqselmax<=freqselw;
			freqcounter=0;
		end	
		if((freqselw==freqselmax) )freqsel<=freqselmax;
	 end
	 assign BMCdec=(freqsel==0)?0:(timereg>>(freqsel-1));
	 assign synccodew=(BMC3==3)?(BMC2==3?2:(BMC0==3?1:((BMC0==2&&BMC1==1&&BMC2==2)?3:0))):0; 
	 always @(posedge edgeclk)begin 
		 BMC0<=BMCdec;
		 BMC1<=BMC0;
		 BMC2<=BMC1;
		 BMC3<=BMC2;
		 BMC4<=BMC3;
		 if(synccodew!=0)begin
			countbits<=3;
			syncreg<=synccodew;
		 end else begin
			countbits<=countbits+BMC3;
		 end
		 if(countbits>8&&countbits[0]==0)begin
			bufdat=bufdat>>1;
			bufdat[27]=BMC4[0];
		 end
		 if(countbits==7'h40)begin 
			parityOK<=~^bufdat;
			Dout<=bufdat;
			synccode<=syncreg;
			clkout<=0;
			if(parityOK)timeoutdt<=0;
			else timeoutdt<=timeoutdt+1;
			if(timeoutdt<192000)begin
				if((synccode==1)||(synccode==2))begin 
					AudioL1<=AudioLbuf;
					AudioR1<=AudioRbuf;
					if(parityOK)AudioLbuf<=Dout&24'hffffff;
					Audioclk<=0;
				end
				if(synccode==3)begin
					Audioclk<=1;
					if(parityOK)AudioRbuf<=Dout&24'hffffff; 
				end
			end else begin
				AudioL1<=0;
				AudioR1<=0;
				AudioLbuf<=0;
				AudioRbuf<=0;
			end
		 end
		 if(countbits==7'h20)clkout<=1;	 
	 end
endmodule
==> design/flow/run.sh <==
#!/bin/bash
# OpenROAD 26Q1-2900-gdf79404cd8, Yosys 0.63+post, stock flow scripts
make -C /OpenROAD-flow-scripts/flow DESIGN_CONFIG=/design/flow/config.mk WORK_HOME=/design/flow/orfs finish
==> design/flow/config.mk <==
export PLATFORM = sky130hd
export DESIGN_NAME = SPDIFdecoder
export DESIGN_NICKNAME = SPDIFdecoder
export VERILOG_FILES = /design/flow/design.v
export SDC_FILE = /design/flow/constraint.sdc
export NUM_CORES = 4
export LEC_CHECK = 1
export CORE_UTILIZATION = 40
==> design/flow/constraint.sdc <==
current_design SPDIFdecoder

set clk_period 4.0
set clk_io_pct 0.2

create_clock -name clk0 -period $clk_period [get_ports {clk}]

set non_clock_inputs [all_inputs -no_clocks]
set_input_delay [expr $clk_period * $clk_io_pct] -clock clk0 $non_clock_inputs
set_output_delay [expr $clk_period * $clk_io_pct] -clock clk0 [all_outputs]
==> Slide: Implementation Results <==
Implementation Results

Clock tree
  – Worst-Skew Late Latency: 0.27 ns
  – Clk pin slew, worst setup/hold paths: ~0.05 ns
  – Clock buffer depth: 2
  – CTS Buf Count: 5
  – Hold-fix buffers at CTS: 0
  – Post-CTS Resized: 0
  – CTS tree: done
  – Setup bufs post-CTS: 0
  – Root Driver: clkbuf_16
  – Htree depth: 2

Logic synthesis
  – Cell type with the largest total area: edfxtp_1
  – Synth area leaders: edfxtp_1 (52%), dfxtp_1 (14%), and2_1 (5.1%), nor2b_1 (3.6%), xnor2_1 (3.4%)
  – Post-synth cell types: 55
  – Ys cells: slightly above 700
  – Synth cell count leaders: edfxtp_1 (162), and2_1 (77), dfxtp_1 (67)
  – Seq/Total Area, Yosys: 0.661
  – Cell count after synthesis: slightly above 700
  – Chip area line of the yosys report: 9390 um2
  – Synth top cell by count: edfxtp_1
  – Post-synthesis async set-or-reset flop share: 0
  – EDFF count, synth: between 150 and 200
  – Top_reg_cell synth: edfxtp_1
  – Yosys warning total: 1
  – Mean Syn Cell Area: 13.1 um2
  – Netlist Area Pre-Place: roughly 9400 um2
  – Area leader share: 0.518
  – Synth flops: ~230

Detailed routing
  – Vias per inst: about 4.7
  – Post-route ant nets: 0
  – Routed via count: ~5200
  – Drt pass-1 iters: 4
  – First DRT Iteration DRCs: 340
  – Wire length per cell: around 14 um
  – Drt total wl: between 15 and 20 mm
  – Post-route DRC: 0
  – Antenna Cells: 0

STA
  – FMAX: 309 MHz
  – Tmin final: around 3.2 ns
  – Final Hold Vio Count: 0
  – Worst-margin pin slew: 0.924 ns
  – Max-slew violations: 0
  – Slew HR: 0.384
  – Endpoints left unconstrained: between 300 and 400
  – Setup violators final: 0
  – Register pins left without a clock: 199
  – Unrepaired setup endpoints after global routing: no
  – Post-Route Setup TNS: 0 ns
  – Final setup margin: about 0.77 ns
  – Worst Clk Skew: 0.00561 ns
  – Fin crit share: 0.808

Setup path
  – Req. time, crit path: about 3.2 ns
  – Critical path arrival: approximately 2.4 ns
  – Critical Path End Type: output pin
  – Setup CP Type: reg2out
  – Startpoint types: flip-flop
  – Worst Path Max Fanout: 5

Flow run
  – Max_cap viols: 0
  – Number of warnings in the stage logs: 28

Global routing
  – First-pass GRT wire length: about 25 mm
  – Number of global-route vias before repair: between 5000 and 6000
  – Largest net degree at the start of global routing: between 80 and 90
  – GRT Residual Overflow: 0
  – Antenna violations before repair: 0
  – Tot GR Track Use: 0.137

Floorplanning
  – FP Rows: about 55
  – Die Width: roughly 160 um
  – Die Ht: 155 um
  – Floorplan utilization: 0.411
  – I/O pins: between 80 and 90
  – CORE AREA: 22800 um2
  – Die area: 24100 um2

Outcome
  – Status: finished clean

Cells and area
  – Share of cells above drive strength 1: 0.0841
  – Area growth syn-to-layout: 14.8%

Pwr
  – Worst VDD drop: 0.403 mV
  – Leak pwr: around 3.5 nW
  – Pwr Density: between 200 and 250 nW/um2

Placed design
  – Number of port buffers: 85
  – HPWL Detailed: ~11 mm
  – GPL Wtd Cong: between 0.8 and 0.9
  – Pre-CTS WS: 0.987 ns

Worst hold path
  – Min-Delay Path Class: reg2reg
## critical path, stage by stage (launching register included)
cell             delay [ns]
edfxtp_1               0.40
inv_1                  0.11
ha_1                   0.37
a211oi_1               0.07
a2111oi_0              0.62
clkdlybuf4s50_1        0.59
## worst paths after layout
path | start | slack (ns) | depth (start not counted) | to
max reg2reg | freqcounter[0] | 0.93 | 6 | freqselmax[0]
max | freqsel[0] | 0.77 | 5 | BMCdec[0]
min reg2reg | SPDIF1 | 0.36 | 0 | SPDIF2
min | SPDIF1 | 0.36 | 0 | SPDIF2
## layer usage
layer | vias up | wire (um) | global-route usage | part of all wire
met2 | 123 | 6810 | 0.210 | 0.45
met5 | - | 0 | 0 | 0
met1 | 2433 | 7500 | 0.229 | 0.49
met4 | 0 | 67 | 0.00514 | 0.0044
li1 | 2666 | - | - | -
met3 | 5 | 885 | 0.0306 | 0.058
## through the flow
step,hold WS (ns),area [um2],power (mW),utilization,cells
2_1_floorplan,0.350,9390,2.02,-,717
3_3_place_gp,0.358,10600,2.21,0.466,1102
3_5_place_dp,0.358,10600,2.24,0.466,1102
4_1_cts,0.368,10800,2.61,0.472,1110
5_1_grt,0.374,10800,2.75,0.472,1110
6_report,0.363,10800,2.59,0.472,1110
## final cells by class
class	instances	area [um2]
fillers	2035	12100
flip-flops and latches	229	6210
multi-input cells	450	3060
repair buffers	94	918
well taps	313	392
clock buffers	8	146
inverters	16	60.1
## placed cells by master (no fill, tap or decap), drive strengths merged, types with 16 or more instances in the layout
cell / synthesis / layout
nand3: 19 / 19
inv: 16 / 16
clkdlybuf4s50: 0 / 85
nor2: 50 / 50
edfxtp: 162 / 162
xnor2: 37 / 37
a21oi: 23 / 23
dfxtp: 67 / 67
nor2b: 54 / 54
xor2: 21 / 21
nand2: 30 / 30
mux2: 28 / 28
and2: 78 / 78
## cell families (layout without fill, tap and decap cells)
group | count (synthesis) | count (layout) | synth area share
buffers and inverters | 38 | 118 | 0.0162
AND/OR/NAND/NOR | 289 | 289 | 0.174
multiplexers | 34 | 34 | 0.0400
flip-flops | 229 | 229 | 0.661
AND-OR/OR-AND | 56 | 56 | 0.0372
XOR/XNOR | 58 | 58 | 0.0541
adder cells (fa/ha/maj) | 13 | 13 | 0.0181
## registers in the layout, summed over array words and instances (netlist names), 4 cells and up
signal	count
Dout	28
bufdat	28
AudioL1	24
AudioLbuf	24
AudioR1	24
AudioRbuf	24
timeoutdt	24
freqcounter	12
countbits	7
timecounter	6
timereg	4
## power by group
group	internal (mW)	switching, mW
clock network	0.247	0.122
logic	0.351	0.467
registers	1.25	0.160
Power is estimated from default activity; no workload was simulated.
